--- flow/config.mk ---
export PLATFORM = sky130hd
export DESIGN_NAME = traffic
export DESIGN_NICKNAME = traffic
export VERILOG_FILES = /design/flow/design.v
export SDC_FILE = /design/flow/constraint.sdc
export NUM_CORES = 4
export LEC_CHECK = 1
export CORE_AREA = 10 10 90 90
export DIE_AREA = 0 0 100 100
--- flow/constraint.sdc ---
current_design traffic

set clk_period 1.6
set clk_io_pct 0.2

create_clock -name clk0 -period $clk_period [get_ports {clk}]

set non_clock_inputs [all_inputs -no_clocks]
set_input_delay [expr $clk_period * $clk_io_pct] -clock clk0 $non_clock_inputs
set_output_delay [expr $clk_period * $clk_io_pct] -clock clk0 [all_outputs]
--- flow/design.v ---
package common_pkg;
endpackage
package common_env_pkg;
endpackage
typedef struct packed {
  bit cmd;
  byte addr;
  byte data;
} bus_tx_s;
`timescale 1ns / 1ps
package common;
    localparam REGISTER_FILE_SIZE = 32;  
    localparam logic [9:0] BEQ_INSTRUCTION = {3'b000, 7'b1100011};
    localparam logic [9:0] BNE_INSTRUCTION = {3'b001, 7'b1100011};
    localparam logic [9:0] BLT_INSTRUCTION = {3'b100, 7'b1100011};
    localparam logic [9:0] BGE_INSTRUCTION = {3'b101, 7'b1100011};
    localparam logic [9:0] BLTU_INSTRUCTION = {3'b110, 7'b1100011};
    localparam logic [9:0] BGEU_INSTRUCTION = {3'b111, 7'b1100011}; 
    typedef enum logic [3:0]
    {
        ALU_AND  = 4'b0000,       
        ALU_OR   = 4'b0001,
        ALU_XOR  = 4'b0010,
        ALU_ADD  = 4'b0011,               
        ALU_SUB = 4'b0100,
        ALU_SLT = 4'b0101,   
        ALU_SLTU = 4'b0110,  
        ALU_SLL = 4'b0111,   
        ALU_SRL = 4'b1000,   
        ALU_SRA = 4'b1001,   
        ALU_LUI = 4'b1010,
        B_BNE   = 4'b1011,  
        B_BLT   = 4'b1100,  
        B_BGE   = 4'b1101,  
        B_LTU   = 4'b1110,  
        B_GEU   = 4'b1111   
    } alu_op_type;
    typedef enum logic [1:0]
    {
        FORWARD_NONE,
        FORWARD_FROM_MEM,
        FORWARD_FROM_EX
    } forward_type;
    typedef enum logic [2:0]
    {
        NONE_TYPE,
        R_TYPE,
        I_TYPE,
        S_TYPE,
        B_TYPE,
        U_TYPE,
        J_TYPE
    } encoding_type;
    typedef struct packed
    {
        alu_op_type alu_op;
        encoding_type encoding;
        logic alu_src;
        logic mem_read;
        logic mem_write;
        logic reg_write;
        logic mem_to_reg;
        logic [1:0] mem_size;  
        logic mem_sign;
        logic is_branch;
    } control_type;
    typedef struct packed
    {
        logic [6:0] funct7;
        logic [4:0] rs2;
        logic [4:0] rs1;
        logic [2:0] funct3;
        logic [4:0] rd;
        logic [6:0] opcode;
    } instruction_type;
    typedef struct  packed
    {
        logic [31:0] pc;
        instruction_type instruction;
        logic decpompress_failed;
    } if_id_type;
    typedef struct packed
    {
        logic [4:0] reg_rs1_id;
        logic [4:0] reg_rs2_id;
        logic [4:0] reg_rd_id;
        logic [31:0] data1;
        logic [31:0] data2;
        logic [31:0] immediate_data;
        logic [31:0] pc;  
        control_type control;
        logic decpompress_failed;
        logic instruction_illegal;
    } id_ex_type;
    typedef struct packed
    {
        logic [4:0] reg_rd_id;
        control_type control;
        logic [31:0] alu_data;
        logic [31:0] pc;
        logic [31:0] memory_data;
    } ex_mem_type;
    typedef struct packed
    {
        logic [4:0] reg_rd_id;
        logic [31:0] memory_data;
        logic [31:0] alu_data;
        logic [31:0] pc;
        control_type control;
    } mem_wb_type;
    function [31:0] immediate_extension(instruction_type instruction, encoding_type inst_encoding);
        case (inst_encoding)
            I_TYPE: immediate_extension = { {20{instruction.funct7[6]}}, {instruction.funct7, instruction.rs2} };
            S_TYPE: immediate_extension = { {20{instruction.funct7[6]}}, {instruction.funct7, instruction.rd} };
            B_TYPE: immediate_extension = 
                { {20{instruction.funct7[6]}}, {instruction.funct7[6], instruction.rd[0], instruction.funct7[5:0], instruction.rd[4:1]}, 1'b0 };
            U_TYPE : immediate_extension = {instruction[31:12], 12'b0};
            J_TYPE : immediate_extension = { {12{instruction[31]}}, instruction[19:12], instruction[20], instruction[30:21], 1'b0 };
            default: immediate_extension = { {20{instruction.funct7[6]}}, {instruction.funct7, instruction.rs2} };
        endcase 
    endfunction
endpackage
module traffic(clk, rst, 
               green_main, yellow_main, red_main, 
               green_first, yellow_first, red_first, 
               waiting_main, waiting_first);
input clk;
input rst;
input waiting_main;
input waiting_first;
output green_main, yellow_main, red_main, 
       green_first, yellow_first, red_first;
wire [4:0] state_first;
wire [4:0] state_main;
vlog_street_ctrl_fsm #(1, 4) main(
                 .clk           (clk), 
                 .rst           (rst), 
                 .waiting       (waiting_main),
                 .waiting_cross (waiting_first), 
                 .state_cross   (state_first),
                 .red           (red_main), 
                 .yellow        (yellow_main), 
                 .green         (green_main),
                 .state_out     (state_main)
                );
vlog_street_ctrl_fsm #(0, 4) first(
                  .clk           (clk), 
                  .rst           (rst), 
                  .waiting       (waiting_first),
                  .waiting_cross (waiting_main), 
                  .state_cross   (state_main),
                  .red           (red_first), 
                  .yellow        (yellow_first), 
                  .green         (green_first),
                  .state_out     (state_first)
                );
reg s_reg;
always @(posedge clk or posedge rst)
     if (rst) s_reg <= 0;
     else     s_reg <= waiting_main;
endmodule
module vlog_street_ctrl_fsm (clk, rst, 
    waiting, waiting_cross, state_cross,
    red, yellow, green, state_out);
input clk;
input rst;
input waiting;
input waiting_cross;
input [4:0] state_cross;
output red, yellow, green;
output [4:0] state_out;
parameter PRIORITY = 0;
parameter MAX_WAIT = 4;
parameter [4:0]  RESET = 5'b00001,  
                 SR0 =  5'b00010,   
                 SR1 =  5'b00100,   
                 SY  =  5'b01000,   
                 SG  =  5'b10000;   
reg [4:0] state_out, next_state;
reg red, yellow, green;
reg[3:0] timer;
always @(posedge clk or posedge rst) begin
  if (rst)
     state_out <= RESET;
  else
     state_out <= next_state;
end
always @(posedge clk or posedge rst) begin
  if (rst)
     timer <= 4'b0001;
  else begin
     if (state_out == SR1 && next_state == SG)
        timer <= 4'b0001;
     else if (timer != MAX_WAIT)
        timer <= timer + 4'b0001;
  end
end
always @(*)
begin
   case(state_out)
      RESET : begin
               if (PRIORITY) next_state = SG;
               else next_state = SR0;
            end
      SR0 :
         next_state = SR1;
      SR1 : begin
            if (state_cross == SY) next_state = SG;
            else next_state = SR1;
            end
      SG : begin 
           if (waiting_cross && (~waiting || timer == MAX_WAIT))
              next_state = SY;
           else 
              next_state = SG;
           end
      SY :
         next_state = SR0;
      default : 
         next_state = 5'bxxxxx;
   endcase
end
always @(state_out)
begin
   case(state_out)
      RESET, SR0, SR1:
      begin
         red    = 1;
         green  = 0;
         yellow = 0;
      end
      SG :
      begin
         green  = 1;
         yellow = 0;
         red    = 0;
      end
      SY :
      begin
         yellow = 1;
         green  = 0;
         red    = 0;
      end
   endcase
end
endmodule
--- flow/run.sh ---
#!/bin/bash
# OpenROAD 26Q1-2900-gdf79404cd8, Yosys 0.63+post, stock flow scripts
make -C /OpenROAD-flow-scripts/flow DESIGN_CONFIG=/design/flow/config.mk WORK_HOME=/design/flow/orfs finish
==> changes_impl.md <==
### Metrics

* Clk slew on worst S/H paths at 0.07 ns
* Total iterations of the first detailed-routing run at 2
* Number of failing hold endpoints at the final stage at 0
* Largest net degree at the start of global routing at 18
* Leakage power at 0.0005678 µW
* Total global routing overflow at 0
* Post-cts gate resize count at 0
* Count of buffers added by post-CTS timing repair for setup at 0
* List of cells traversed by the critical path: inv_1 > ha_1 > nand3b_4 > a21o_1 > a22oi_1
* Tally of yosys warning messages at 3
* Post-synth ARST share at 73.91%
* Buffer cell driving the clock tree root: sky130_fd_sc_hd__clkbuf_8
* Switch share at 34.40%
* Most used DFF post-synth: sky130_fd_sc_hd__dfrtp_1
* Endpoints left unconstrained at 12
* IR drop worst, VDD at 0.7526 mV
* Via total after detailed routing at 591
* Sequential fraction of design power at 46.3%
* Synth Instances at 83
* Internal power summed over all cells at 1119 µW
* Areal power density over the cells at 1459 nW/µm²
* Type of the tightest min-delay check: in -> async
* Number of enable flip-flop cells at 0
* Boundary pin count at 10
* Met1 track utilization from global routing at 4.758%
* Setup crit start kind: flip-flop
* Number of endpoints failing setup at the final stage at 0
* Portion of synthesized cell area occupied by the leading cell type at 37.69%
* Fin crit period at 1.412 ns
* Horizontal die dimension at 100 µm
* Most area-hungry cell type in the Yosys netlist: sky130_fd_sc_hd__dfrtp_1
* Final setup TNS at 0 ns
* Fmax at 708.0 MHz
* Worst slew pin tran at 0.4977 ns
* Remaining design rule violation count at 0
* Portion of total power attributed to the clock network at 18.3%
* Instance area after placement at 1124 µm²
* Leading post-synthesis cells by instance count: sky130_fd_sc_hd__dfrtp_1, sky130_fd_sc_hd__inv_1, sky130_fd_sc_hd__a21o_1, sky130_fd_sc_hd__dlxtn_1
* Register pins left without a clock at 6
* Max stage delay on crit path at 0.55 ns
* Leading cell type by number of instances after synthesis: sky130_fd_sc_hd__dfrtp_1
* Detailed Route Iter0 Violations at 14
* Netlist area before placement at 929.6 µm²
* Logic area at 369.1 µm²
* CP Data Required Time at 1.72 ns
* Area reported by Yosys stat at 929.6 µm²
* Post-route fraction of the period consumed by the critical path at 88.28%
* Area contributors post-synth: sky130_fd_sc_hd__dfrtp_1, sky130_fd_sc_hd__dlxtn_1, sky130_fd_sc_hd__dfstp_2
* Insertion delay at the late pin of the worst-skew pair at 0.25 ns
* FF/Latch Area at 519.2 µm²
* Type of element capturing the critical path: flip-flop
* Avg Vias per Cell at 3.397
* Clk buf depth at 2
* Cell family with the largest share of critical-path delay: flip-flops
* Master of the slowest instance on the critical path: sky130_fd_sc_hd__dfstp_2
* Number of global-route vias before repair at 630
* Die Ht at 100 µm
* GPL Wtd Cong at 0.7667
* Global-route wire length before repair at 2.918 mm
* Routed wire length at 1.616 mm
* Number of standard-cell rows in the floorplan at 29
* Critical path buffer and inverter count at 1
* Number of warning messages in the logs at 27
* Core area at 6277 µm²
* Number of pins exceeding their max-slew limit in the final report at 0
* Total global-route track usage at 3.403%
* Routed wire length per instance at 9.287 µm
* Share of the core filled with cells in the final layout at 18.64%
* Hold buffer count at CTS at 0
* GR Layer Usage met3 at 1.041%
* Busiest grt layer: met2
* Fp_density at 14.81%
* Status: completed
* Combinational power share at 35.3%
* Number of buffers inserted by port buffering at 9
* Relative slew slack at 66.56%
* Met2 track demand over resource in global routing at 5.226%
* TritonCTS clock tree: built
* Yosys stat cell total at 83
* Ratio of cells with drive above 1 in the final layout at 13.40%
* Antenna diode instance count at 0
* Max Cap Viol at 0
* Post-Syn Area per Cell at 11.20 µm²
* Type of the setup path with the least slack: reg -> reg
* Number of antenna violations at the first check in global routing at 0
* Area Growth Syn to Fin at 25.84%
* Tally of nets with antenna violations remaining after routing at 0
* Arrival time of the worst setup path at 1.54 ns
* Max Clock Skew at 0.003695 ns
* RSZ-0062 raised after global routing: false
* Register bit count reported by yosys at 23
* Switching power summed over all nets at 586.9 µW
* Highest fanout seen on the critical path at 5
* Die area at 10000 µm²
* Filler cell count in the final layout at 676
* TritonCTS buffer count at 3
* Final Instance Area at 1170 µm²
* H-tree level count at 1
* Cell Type Count at 22
* Final Hold Slack at 0.3944 ns
==> layer usage <==
| metal | vias up | routed length [µm] |
|---|---|---|
| li1 | 300 | - |
| met1 | 285 | 813 |
| met2 | 6 | 698 |
| met3 | 0 | 104 |
| met4 | 0 | 0 |
| met5 | - | 0 |
==> worst min-delay path: stages <==
cell and delay, ns:
sky130_fd_sc_hd__clkdlybuf4s50_1 0.40, sky130_fd_sc_hd__inv_1 0.05, sky130_fd_sc_hd__buf_4 0.24
==> cell families after synthesis <==
logic type / after synthesis / share of synthesized area, %
compound gates: 17 / 11.84
xor+xnor: 4 / 3.768
fa+ha+maj: 4 / 5.384
buf+inv: 11 / 4.441
flops: 17 / 46.17
latches: 6 / 9.691
mux: 4 / 4.307
other cells: 1 / 0.4034
simple gates: 19 / 14.00
==> state kept, by name (all words and copies together), names as in the netlist <==
register and cells:
main.state_out 4, first.timer 4, first.green 1, first.red 1
main.timer 4, main.yellow 1, main.red 1, first.state_out 5
main.green 1, first.yellow 1
==> stage by stage <==
step	worst slack, ns	total power (µW)	std cells
floorplan	0.2969	1275	83
global placement	0.1996	1400	170
detailed placement	0.2051	1410	170
CTS	0.1953	1731	174
global route	0.1151	1879	174
finish	0.1875	1706	174
==> worst paths after layout <==
path | startpoint | endpoint | slack, ns | cells past startpoint
setup / recovery | first.timer[0] | first.timer[2] | 0.19 | 5
hold / removal | rst | first.state_out[3] | 0.39 | 3
setup reg to reg | first.timer[0] | first.timer[2] | 0.19 | 5
hold reg to reg | first.state_out[4] | first.state_out[3] | 0.47 | 1
max in group asynchronous | rst | main.timer[0] | 0.95 | 3
min in group clk0 | first.state_out[4] | first.state_out[3] | 0.47 | 1
==> placed cells by master (no fill, tap or decap), drive strengths merged, types with 3 or more instances in the layout <==
cell type       n
nand2           4
a21oi           5
dfrtp          14
inv            11
mux2i           4
clkbuf          3
dlxtn           6
nor2            6
a21o            6
ha              4
dfstp           3
xnor2           4
clkdlybuf4s50   9
==> power by group through the flow <==
stage | combinational (µW) | sequential [µW] | clock (µW)
after global routing | 707 | 822 | 351
after CTS | 611 | 793 | 327
final | 603 | 791 | 313
==> cell type report <==
cell class,instances,area share [%]
Sequential cell,23,44.39
Multi-Input combinational cell,49,31.55
Timing Repair Buffer,10,8.342
Tap cell,77,8.235
Clock buffer,3,3.529
Inverter,11,3.529
Clock inverter,1,0.4278
Power and IR drop assume default switching activity.
