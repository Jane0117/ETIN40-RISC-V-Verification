## flow/run.sh

```bash
#!/bin/bash
# OpenROAD 26Q1-2900-gdf79404cd8, Yosys 0.63+post, stock flow scripts
make -C /OpenROAD-flow-scripts/flow DESIGN_CONFIG=/design/flow/config.mk WORK_HOME=/design/flow/orfs finish
```

## flow/config.mk

```make
export PLATFORM = sky130hd
export DESIGN_NAME = alu
export DESIGN_NICKNAME = alu
export VERILOG_FILES = /design/flow/design.v
export SDC_FILE = /design/flow/constraint.sdc
export NUM_CORES = 4
export LEC_CHECK = 1
export CORE_UTILIZATION = 30
```

## flow/constraint.sdc

```tcl
current_design alu

set clk_period 17.2
set clk_io_pct 0.2

create_clock -name clk0 -period $clk_period

set non_clock_inputs [all_inputs -no_clocks]
set_input_delay [expr $clk_period * $clk_io_pct] -clock clk0 $non_clock_inputs
set_output_delay [expr $clk_period * $clk_io_pct] -clock clk0 [all_outputs]
```

## flow/design.v

```verilog
package common_pkg;
endpackage
package common_env_pkg;
endpackage
typedef struct packed {
  bit cmd;
  byte addr;
  byte data;
} bus_tx_s;
`timescale 1ns / 1ps
package common;
    localparam REGISTER_FILE_SIZE = 32;  
    localparam logic [9:0] BEQ_INSTRUCTION = {3'b000, 7'b1100011};
    localparam logic [9:0] BNE_INSTRUCTION = {3'b001, 7'b1100011};
    localparam logic [9:0] BLT_INSTRUCTION = {3'b100, 7'b1100011};
    localparam logic [9:0] BGE_INSTRUCTION = {3'b101, 7'b1100011};
    localparam logic [9:0] BLTU_INSTRUCTION = {3'b110, 7'b1100011};
    localparam logic [9:0] BGEU_INSTRUCTION = {3'b111, 7'b1100011}; 
    typedef enum logic [3:0]
    {
        ALU_AND  = 4'b0000,       
        ALU_OR   = 4'b0001,
        ALU_XOR  = 4'b0010,
        ALU_ADD  = 4'b0011,               
        ALU_SUB = 4'b0100,
        ALU_SLT = 4'b0101,   
        ALU_SLTU = 4'b0110,  
        ALU_SLL = 4'b0111,   
        ALU_SRL = 4'b1000,   
        ALU_SRA = 4'b1001,   
        ALU_LUI = 4'b1010,
        B_BNE   = 4'b1011,  
        B_BLT   = 4'b1100,  
        B_BGE   = 4'b1101,  
        B_LTU   = 4'b1110,  
        B_GEU   = 4'b1111   
    } alu_op_type;
    typedef enum logic [1:0]
    {
        FORWARD_NONE,
        FORWARD_FROM_MEM,
        FORWARD_FROM_EX
    } forward_type;
    typedef enum logic [2:0]
    {
        NONE_TYPE,
        R_TYPE,
        I_TYPE,
        S_TYPE,
        B_TYPE,
        U_TYPE,
        J_TYPE
    } encoding_type;
    typedef struct packed
    {
        alu_op_type alu_op;
        encoding_type encoding;
        logic alu_src;
        logic mem_read;
        logic mem_write;
        logic reg_write;
        logic mem_to_reg;
        logic [1:0] mem_size;  
        logic mem_sign;
        logic is_branch;
    } control_type;
    typedef struct packed
    {
        logic [6:0] funct7;
        logic [4:0] rs2;
        logic [4:0] rs1;
        logic [2:0] funct3;
        logic [4:0] rd;
        logic [6:0] opcode;
    } instruction_type;
    typedef struct  packed
    {
        logic [31:0] pc;
        instruction_type instruction;
        logic decpompress_failed;
    } if_id_type;
    typedef struct packed
    {
        logic [4:0] reg_rs1_id;
        logic [4:0] reg_rs2_id;
        logic [4:0] reg_rd_id;
        logic [31:0] data1;
        logic [31:0] data2;
        logic [31:0] immediate_data;
        logic [31:0] pc;  
        control_type control;
        logic decpompress_failed;
        logic instruction_illegal;
    } id_ex_type;
    typedef struct packed
    {
        logic [4:0] reg_rd_id;
        control_type control;
        logic [31:0] alu_data;
        logic [31:0] pc;
        logic [31:0] memory_data;
    } ex_mem_type;
    typedef struct packed
    {
        logic [4:0] reg_rd_id;
        logic [31:0] memory_data;
        logic [31:0] alu_data;
        logic [31:0] pc;
        control_type control;
    } mem_wb_type;
    function [31:0] immediate_extension(instruction_type instruction, encoding_type inst_encoding);
        case (inst_encoding)
            I_TYPE: immediate_extension = { {20{instruction.funct7[6]}}, {instruction.funct7, instruction.rs2} };
            S_TYPE: immediate_extension = { {20{instruction.funct7[6]}}, {instruction.funct7, instruction.rd} };
            B_TYPE: immediate_extension = 
                { {20{instruction.funct7[6]}}, {instruction.funct7[6], instruction.rd[0], instruction.funct7[5:0], instruction.rd[4:1]}, 1'b0 };
            U_TYPE : immediate_extension = {instruction[31:12], 12'b0};
            J_TYPE : immediate_extension = { {12{instruction[31]}}, instruction[19:12], instruction[20], instruction[30:21], 1'b0 };
            default: immediate_extension = { {20{instruction.funct7[6]}}, {instruction.funct7, instruction.rs2} };
        endcase 
    endfunction
endpackage
`timescale 1ns / 1ps
import common::*;
module alu(
    input wire [3:0] control,
    input wire [31:0] left_operand, 
    input wire [31:0] right_operand,
    output logic zero_flag,
    output logic [31:0] result,
    output logic overflow
);
    logic [31:0] temp_result;
    always_comb begin
        case (control)
            ALU_AND:  temp_result = left_operand & right_operand;
            ALU_OR:   temp_result = left_operand | right_operand;
            ALU_XOR:  temp_result = left_operand ^ right_operand;
            ALU_ADD:  temp_result = left_operand + right_operand;
            ALU_SUB:  temp_result = left_operand - right_operand;
            ALU_SLT:  temp_result = ($signed(left_operand) < $signed(right_operand)) ? 32'b1 : 32'b0;
            ALU_SLTU: temp_result = (left_operand < right_operand) ? 32'b1 : 32'b0;
            ALU_SLL:  temp_result = left_operand << right_operand[4:0];
            ALU_SRL:  temp_result = left_operand >> right_operand[4:0];
            ALU_SRA:  temp_result = $signed(left_operand) >>> right_operand[4:0];
            ALU_LUI:  temp_result = right_operand; 
            B_BNE :   temp_result = !(left_operand != right_operand);
            B_BLT :   temp_result = !($signed (left_operand) < $signed (right_operand));
            B_BGE :   temp_result = !($signed (left_operand) >= $signed (right_operand));
            B_LTU :   temp_result = !(left_operand < right_operand);
            B_GEU :   temp_result = !(left_operand >= right_operand);
            default:  temp_result = 32'b0;
        endcase
    end
    always_comb begin
        if (control == ALU_ADD) begin
            overflow = (~(left_operand[31] ^ right_operand[31])) & (left_operand[31] ^ temp_result[31]);
        end
        else if (control == ALU_SUB) begin
            overflow = ((left_operand[31] ^ right_operand[31]) & (left_operand[31] ^ temp_result[31]));
        end
        else begin
            overflow = 1'b0;
        end
    end
    assign zero_flag = temp_result == 0 ? 1'b1 : 1'b0;
    assign result = temp_result;
endmodule
```

==> results.txt <==
The implementation run finished. Final hold violation count landed at 0. For this run, the total global-route usage over all layers was measured as 0.328. The critical path is of the input port to primary output type. Among the non-sequential cells, AND-OR/OR-AND gates take the most area. For this run, the final setup violation count is recorded as 0. Number of global-route vias before repair landed at approximately 12000. The detailed router reports a met3 wire length of 4640 µm. Largest net degree at the start of global routing landed at 68.

Per the post-synthesis report, the number of cells in the design is 1487. Number of top-level pins landed at 102. Overall power landed at 0.396 mW. The floorplan step set the die width to 183 µm. Number of vias in the routed layout landed at about 13000. Total number of placement rows landed at about 65. The timing report attributes the biggest portion of critical-path delay to simple AND/OR/NAND/NOR gates. Required time of the worst setup path landed at roughly 14 ns.

In this run the power density over the cells is approximately 35 nW/µm². The startpoint identified for the worst hold timing path is right_operand[3]. After filler insertion, the fill cell instance count of the layout stands at around 3500. After detailed placement, the design holds a cell count of 1950. Count of buffers from port buffering landed at 102. Reported net switching power landed at ~0.25 mW. The worst setup path is launched from an input port. Per the synthesis report, the dominant area consumer among library cells is sky130_fd_sc_hd__ha_1. Area share of the largest cell type after synthesis landed at 0.124. The share of the core area taken by cells at floorplan is 0.308. Leakage power landed at 4.50 nW. Sequential cell count landed at 0.

For this run, the detailed router reports a per-instance via density of 6.44. The synthesis report lists the Yosys warning total as 1. Critical path arrival landed at 9.14 ns. Looking at the gate-level netlist, the highest instance count belongs to sky130_fd_sc_hd__nor2_1. STA classifies the critical path endpoint as a primary output. Per Yosys stat, the portion of area used by sequential elements is 0. Yosys stat chip area landed at 9850 µm². In this run the top signal layer used is met4. According to the floorplan report, the placeable core area is around 32000 µm². Cell-internal power landed at about 0.15 mW. Yosys stat counts approximately 1500 cells in the synthesized netlist. The critical path's slowest stage uses the library cell sky130_fd_sc_hd__ha_1.

Tool warning count landed at just under 100. The final layout contains routed wiring with a total length of 55200 µm. The placement summary gives the final routability congestion estimate as 1.04. Of the total synthesized cell area, the portion taken by AND-OR and OR-AND cells is 0.363. Sorting the synthesized cells by how often they occur yields sky130_fd_sc_hd__nor2_1 (151), sky130_fd_sc_hd__nand2_1 (149), sky130_fd_sc_hd__a21oi_1 (113). The first global-routing pass estimated approximately 80000 µm of wire.

The flow measured a signed area growth from synthesis to layout of 13.8%. In the Yosys stats the netlist draws on 88 distinct library cells. The run reported a max-capacitance violation count of 0. Across all checked pins, the minimum headroom to the slew limit is 0.409. Final core area utilization landed at 0.351. Dividing the detail-routed wire length by the instance count gives between 20 and 30 µm. Area used by sequential logic in the layout landed at 0 µm².

The mapped netlist covers 9850 µm². In the per-layer breakdown of the detailed-route log, met1 shows roughly 23000 µm. Worst supply voltage drop on vdd landed at 0.0148 mV.

Share of synthesized cell area in full adder, half adder and majority cells landed at 0.129. The number of setup buffers added after CTS is 0. The die covers ~34000 µm². Xor/xnor cell area share of the yosys netlist landed at 0.0231. The switching portion of total power comes to 0.625. Buffers inserted to repair hold after CTS numbered 0. In this run the number of cells on the critical path is 15. STA reports the tightest min-delay check as being of type input port to primary output. The count of nets left with antenna violations once routing finished came out at 0. In this run the vertical extent of the chip is between 150 and 200 µm. The finished layout holds 1951 standard cells, fillers aside.

Initial antenna violation count landed at 2. Setup repair after global routing left no endpoint under its margin. TritonRoute reported its final design rule violation total as 0. Highest clock rate landed at slightly below 80 MHz.

For the final routed database, the setup TNS stands at 0 ns. Longest individual stage delay on the worst path landed at 0.81 ns. The launch point of the critical path was reported as right_operand[2]. Pin slew with the least headroom to its limit landed at ~0.9 ns. According to the dpl log, the detail-placed design has an HPWL of roughly 44000 µm. Highest net fanout along the worst path landed at 32. In this run the worst setup path terminates at zero_flag. Area fraction in and, or, nand and nor cells landed at 0.255. Post-cts sizing count landed at 0. Overall overflow remaining after global route landed at 0. Yosys reports the multiplexer fraction of the synthesized area as 0.142. Summed over all nets, wire length on met2 after detailed routing comes to ~25000 µm. Number of violations reported at the end of detailed-routing iteration 0 landed at about 1400. The signal on the critical path passes through buf_4 > clkinv_1 > ha_1 > nor3_1 > o311a_1 > o311a_1 > nor3_1 > xnor2_1 > nor2_1 > o32a_1 > or4_1 > nor4_1 > and4_1 > and3_1 > clkdlybuf4s50_1.

In this run the mean area of a mapped cell was roughly 6.6 µm². For reference, the top cells by area after synthesis are sky130_fd_sc_hd__ha_1 (12%), sky130_fd_sc_hd__mux2i_1 (7.2%), sky130_fd_sc_hd__nor2_1 (5.8%). Together, buffers and inverters on the worst path number 3. Fraction of final layout cells sized beyond drive strength 1 landed at 0.0686. The layout has 0 clock buffers.

In the finished design, the share of the clock period the worst path needs comes to 0.731. The flow ran to the end, and the final reports show no timing, DRC or antenna violations. Number of max-slew violations in the final report landed at 0.

First-pass iteration count of the detailed router landed at 6. Shortest clock period the worst path allows after layout landed at approximately 13 ns.
-- cells by family (layout without fill, tap and decap cells) --
family | Yosys count | in the layout
muxes | 112 | 112
and+or+nand+nor | 520 | 520
adders and majority gates | 100 | 100
xor gates and xnor gates | 26 | 26
buffers and inverters | 212 | 240
other | 0 | 1
AOI/OAI and AO/OA | 517 | 517
-- through the flow --
| step | worst slack (ns) | area (µm²) | hold WS (ns) |
|---|---|---|---|
| finish | 4.62 | 11200 | 8.14 |
| global route | 4.39 | 11200 | 8.19 |
| CTS | 4.78 | 11200 | 8.08 |
| detailed placement | 4.79 | 11200 | 8.08 |
| global placement | 4.77 | 11200 | 8.07 |
| floorplan | 6.62 | 9850 | 7.09 |
-- cell usage in the layout, fill, tap and decap left out, types with 9 or more instances in the layout --
master / Yosys / routed
sky130_fd_sc_hd__a211oi_1: 31 / 31
sky130_fd_sc_hd__a21o_1: 12 / 12
sky130_fd_sc_hd__a21oi_1: 113 / 113
sky130_fd_sc_hd__a221oi_1: 20 / 20
sky130_fd_sc_hd__a22oi_1: 32 / 32
sky130_fd_sc_hd__a31oi_1: 22 / 22
sky130_fd_sc_hd__and2_1: 13 / 13
sky130_fd_sc_hd__buf_4: 2 / 44
sky130_fd_sc_hd__clkdlybuf4s50_1: 0 / 98
sky130_fd_sc_hd__ha_1: 98 / 98
sky130_fd_sc_hd__inv_1: 92 / 92
sky130_fd_sc_hd__mux2_2: 21 / 21
sky130_fd_sc_hd__mux2i_1: 71 / 71
sky130_fd_sc_hd__mux4_2: 17 / 17
sky130_fd_sc_hd__nand2_1: 149 / 149
sky130_fd_sc_hd__nand2b_1: 20 / 20
sky130_fd_sc_hd__nand3_1: 30 / 30
sky130_fd_sc_hd__nor2_1: 151 / 151
sky130_fd_sc_hd__nor2b_1: 21 / 21
sky130_fd_sc_hd__nor3_1: 52 / 52
sky130_fd_sc_hd__nor4_1: 13 / 12
sky130_fd_sc_hd__o211ai_1: 26 / 26
sky130_fd_sc_hd__o21ai_0: 78 / 78
sky130_fd_sc_hd__o21bai_1: 9 / 9
sky130_fd_sc_hd__o221ai_1: 16 / 16
sky130_fd_sc_hd__o22ai_1: 24 / 24
sky130_fd_sc_hd__o31ai_1: 13 / 13
sky130_fd_sc_hd__o32a_1: 10 / 10
sky130_fd_sc_hd__or3_1: 10 / 10
sky130_fd_sc_hd__or4_1: 9 / 9
sky130_fd_sc_hd__xnor2_1: 23 / 23
-- power groups by stage --
stage	Combinational, mW	Sequential (mW)	Clock [mW]
CTS	0.385	0	0
global route	0.419	0	0
-- worst min-delay path: cells and delay by family --
family          cells  cell delay [ns]
compound gates      1             0.26
buf+inv             3             0.82
simple gates        1             0.14
-- area by class of cell --
type                            count  area [µm²]  share of cell area
Timing Repair Buffer              144        1320               0.118
Antenna cell                        1        2.50            0.000223
Multi-Input combinational cell   1275        8980               0.801
Inverter                           96         360              0.0321
Tap cell                          435         544              0.0486
-- worst min-delay path by stage --
stage,end,slack (ns),depth (start not counted)
global route,overflow,8.19,5
finish,result[10],8.14,5
CTS,result[10],8.08,5
-- layer usage --
layer	global-route usage	vias up
li1	-	5674
met1	0.460	6025
met2	0.510	745
met3	0.0451	124
met4	0.128	0
met5	0	-
Power is estimated from default activity; no workload was simulated.
